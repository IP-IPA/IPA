## ./run.sh

```bash
#!/bin/bash
# OpenROAD 26Q1-2900-gdf79404cd8, Yosys 0.63+post, stock flow scripts
make -C /OpenROAD-flow-scripts/flow DESIGN_CONFIG=/design/flow/config.mk WORK_HOME=/design/flow/orfs finish
```

## ./constraint.sdc

```tcl
current_design dma_ipa

set clk_period 11.0
set clk_io_pct 0.2

create_clock -name clk0 -period $clk_period [get_ports {Clk}]

set non_clock_inputs [all_inputs -no_clocks]
set_input_delay [expr $clk_period * $clk_io_pct] -clock clk0 $non_clock_inputs
set_output_delay [expr $clk_period * $clk_io_pct] -clock clk0 [all_outputs]
```

## ./design.v

```verilog
module dma_ipa #(parameter NB_ROWS = 4, parameter NB_COLS = 4, parameter GCM_ADDR_WIDTH = 9)(
							   input logic 	       Clk, Reset, Context_Fetch_En, exec_comp, read_valid,
							   input logic [63:0]  In_Data,
							   input logic [4:0] 	          s_ipa_cfg_id,
							   output logic [4:0] 	          s_ipa_cfg_r_id,				     
							   output logic [63:0] Out_Data,
							   output logic [22:0] Out_Addr,
							   output logic        Write_En, Exec_En_Out,
							   output logic [GCM_ADDR_WIDTH-1:0] Context_Addr,
							   output logic ipa_gcm_req_o, busy_o
							   );
   logic [6:0] 								       Inst_Number_Reg;
   logic [31:0] 							       Inst_Count;
   logic [31:0] 							       Const_Count;   	 
   logic [4:0] 								       Const_Number_Reg;
   logic [15:0] 							       Mask;
   logic [3:0] 								       Const_Addr;
   logic [5:0]                                                                 Inst_Addr;
   logic [4:0] 								       Nb_Tiles;	
   logic 								       Inst_Fetch, Const_Fetch;
   logic 								       End_Tiles, reset_const_inst_addr, complete_load, start;
   logic [4:0] 								       id_reg;
   enum 								        logic [2:0]  {IDLE, START, IN_ACCEPT, MIDDLE, END_TILE} CS, NS;
   always_ff @(posedge Clk or negedge Reset) begin
      if(Reset == 1'b0)	begin   	
	 Context_Addr <= 0;
	 Nb_Tiles <= '0;
	 Inst_Number_Reg <= '0;
	 Const_Number_Reg <= '0; 
	 CS <= IDLE;
	 Inst_Addr<= '0;
	 Const_Addr <= '0;
	 End_Tiles <= '0;
	 Inst_Count <= 0;
	 Const_Count <= 0;
	 busy_o <= 0;
	 Mask <= '0;
      end else if(Context_Fetch_En == 1'b1) begin
	 CS <= START;
	 Const_Number_Reg <= In_Data[16:12];
	 Inst_Number_Reg <=In_Data[11:5];
	 Context_Addr <= 0;
	 Nb_Tiles <= '0;
	 Inst_Addr<= '0;
	 Const_Addr <= '0;
	 End_Tiles <= '0;
	 Inst_Count <= 0;
	 Const_Count <= 0;
	 id_reg <= s_ipa_cfg_id;
	 busy_o <= 1;
	 Mask <= (In_Data[4:1]==4'b0000)? 16'h0001:
			In_Data[4:1]==4'b0001 ? 16'h0002:
			In_Data[4:1]==4'b0010 ? 16'h0004:
			In_Data[4:1]==4'b0011 ? 16'h0008:
			In_Data[4:1]==4'b0100 ? 16'h0010:
			In_Data[4:1]==4'b0101 ? 16'h0020:
			In_Data[4:1]==4'b0110 ? 16'h0040:
			In_Data[4:1]==4'b0111 ? 16'h0080:
			In_Data[4:1]==4'b1000 ? 16'h0100:
			In_Data[4:1]==4'b1001 ? 16'h0200:
			In_Data[4:1]==4'b1010 ? 16'h0400:
			In_Data[4:1]==4'b1011 ? 16'h0800:
			In_Data[4:1]==4'b1100 ? 16'h1000:
			In_Data[4:1]==4'b1101 ? 16'h2000:
			In_Data[4:1]==4'b1110 ? 16'h4000:
			16'h8000;
      end else  begin	
	 CS <= NS;		 
	 id_reg <= '0;
	 Context_Addr <= start == 0 ? Context_Addr+1 : Context_Addr;
	 if(reset_const_inst_addr == '1 )
	   begin
	      Inst_Addr<= '0;
	      Const_Addr <= '0;
	      End_Tiles <= '0;
	      Inst_Count <= 0;
	      Const_Count <= 0;
	      Nb_Tiles <= Nb_Tiles + 1;
	      Const_Number_Reg <= In_Data[16:12];
	      Inst_Number_Reg <=In_Data[11:5];
	      Mask <= (In_Data[4:1]==4'b0000)? 16'h0001:
			In_Data[4:1]==4'b0001 ? 16'h0002:
			In_Data[4:1]==4'b0010 ? 16'h0004:
			In_Data[4:1]==4'b0011 ? 16'h0008:
			In_Data[4:1]==4'b0100 ? 16'h0010:
			In_Data[4:1]==4'b0101 ? 16'h0020:
			In_Data[4:1]==4'b0110 ? 16'h0040:
			In_Data[4:1]==4'b0111 ? 16'h0080:
			In_Data[4:1]==4'b1000 ? 16'h0100:
			In_Data[4:1]==4'b1001 ? 16'h0200:
			In_Data[4:1]==4'b1010 ? 16'h0400:
			In_Data[4:1]==4'b1011 ? 16'h0800:
			In_Data[4:1]==4'b1100 ? 16'h1000:
			In_Data[4:1]==4'b1101 ? 16'h2000:
			In_Data[4:1]==4'b1110 ? 16'h4000:
			16'h8000;
	   end
	 else begin
	    if(Inst_Fetch) begin
	       Inst_Addr<=Inst_Addr+1;
	       Inst_Count <= Inst_Count+64;
	    end
	    if(Const_Fetch) begin
	       Const_Addr<=Const_Addr+1;
	       Const_Count <= Const_Count+2;
	       if(Const_Number_Reg != 1 && Const_Number_Reg != 0) begin if((Const_Count < Const_Number_Reg-2)) begin Context_Addr <=Context_Addr+1; end end
	    end 
	 end  
      end
   end  
   always_comb  begin
      Exec_En_Out <= 1'b0;
      complete_load = 0;
      ipa_gcm_req_o <= '0;
      reset_const_inst_addr = 0;
      start = 0;
      Const_Fetch <= '0;
      Inst_Fetch <= '0;
      NS<=IDLE;
      Write_En <= '0;
      Out_Data <= '0;
      Out_Addr <= '0;
      case(CS)
	IDLE:
	  begin	    	
	     Const_Fetch <= '0;
	     Inst_Fetch <= '0;
	     NS<=IDLE;
	     Write_En <= '0;
	     complete_load = 0;
	     reset_const_inst_addr = 0;	     
	  end
	START:
	  begin	     	
	     Const_Fetch <= '0;
	     Inst_Fetch <= '0;
	     NS <= IN_ACCEPT;
	     Write_En <= '0;
	     ipa_gcm_req_o <= '1;
	  end	     
	IN_ACCEPT:
	  begin
	     ipa_gcm_req_o <= '1;
	     if(In_Data[0] == 1'b0) begin		
		NS <= MIDDLE; 	
		Const_Fetch <= '0;
		Inst_Fetch <= '0;
		Write_En <= '0;
	     end else if(In_Data[0] == 1'b1) begin		
		Const_Fetch <= '0;
		Inst_Fetch <= '0;		
		NS <= MIDDLE;		
	     end  
	  end 
	MIDDLE:
	  begin
	     ipa_gcm_req_o <= '1;
	     if(Inst_Count <= (((Inst_Number_Reg == 96)||(Inst_Number_Reg == 80)||(Inst_Number_Reg == 48)||(Inst_Number_Reg == 32) || (Inst_Number_Reg == 64) || (Inst_Number_Reg == 128) ||  (Inst_Number_Reg == 16)|| (Inst_Number_Reg == 8)|| (Inst_Number_Reg == 4)|| (Inst_Number_Reg == 2)) ? ((Inst_Number_Reg-1) * 20) : (Inst_Number_Reg * 20))) begin
		Out_Data <= In_Data;
		Out_Addr[15:0] <= Mask;
		Out_Addr[16] <= 1'b0;
		Out_Addr[22:17] <= Inst_Addr;
		NS <= MIDDLE; 	  
		Const_Fetch <= '0;
		Inst_Fetch <= '1;
		Write_En <= 1;	
	     end else if(Const_Count <= Const_Number_Reg-1 && Const_Number_Reg!=0) begin
		Out_Data <= In_Data;
		Out_Addr[15:0] <= Mask;
		Out_Addr[16] <= 1'b1;
		Out_Addr[20:17] <= Const_Addr;	 
		Out_Addr[21] <= '0;
		Out_Addr[22] <= '0;
		Const_Fetch <= '1;
		Inst_Fetch <= '0;
		NS <= MIDDLE;
		Write_En <= 1;
	     end else begin  
		if(Nb_Tiles == 5'h0f) begin
		   NS <= END_TILE;
		   complete_load = 1;
		   Const_Fetch <= '0;
		   Inst_Fetch <= '0;
		   Write_En <= '0;
		   reset_const_inst_addr = 1;
		end else begin
		   NS <= IN_ACCEPT;
		   start = 1;
		   Const_Fetch <= '0;
		   Inst_Fetch <= '0;
		   Write_En <= '0;
		   reset_const_inst_addr = 1;
		end
             end
	  end
	END_TILE:
	  begin
	     NS <= IDLE;
	     Exec_En_Out <= 1'b1;
	     Const_Fetch <= '0;
	     Inst_Fetch <= '0;
	     Write_En <= '0;
	  end
      endcase
   end 
endmodule  
```

## ./config.mk

```make
export PLATFORM = sky130hd
export DESIGN_NAME = dma_ipa
export DESIGN_NICKNAME = dma_ipa
export VERILOG_FILES = /design/flow/design.v
export SDC_FILE = /design/flow/constraint.sdc
export NUM_CORES = 4
export LEC_CHECK = 1
export CORE_UTILIZATION = 50
```

==> results.toml <==
# yosys + openroad results
[outcome]
status = "completed"

[yosys]
synth-seq-cells = 114
ys_async_sr_fraction_pct = 100.0
edf_count = 0
yosys.stat.chipArea_um2 = 8498
ys_cells = 944
synthCells = 944
flop_cell = "dfrtp_1"
synth_cell_types = 68
ys_seq_share_pct = 33.57
synth_warnings = 6
syn_avg_cell_area_um2 = 9.002
syn_area_um2 = 8498

[clocking]
cts_buffer_depth = 2
clockRootBuffer = "clkbuf_16"
clk_latency_ps = 410
cts_tree = "yes"
holdBufCountCts = 0
cts_setup_buffers = 0
cts_buffers = 17
clock_sinks = 114
cts_resized = 0
htreeDepth = 4
clk_pin_slew_ps = 50

[floorplanning]
ios = 179
design.core.area_um2 = 16580
row_count = 47
die_h_um = 132.4
fp-utilization_pct = 51.24
die_x_um = 132.4
die_area_um2 = 17520

[routing]
drt-initial-drc-count = 420
vias = 7083
wire_per_inst_um = 15.58
n_antenna_cell = 0
wl_mm = 20.67
drc = 0
via_per_inst = 5.338
drtPass1Iterations = 7
ant_nets = 0

[cells_and_area]
area_growth_pct = 27.81
drive_gt1_share_pct = 7.859
postLayoutCellArea_um2 = 10860
fillers = 1388
layout_top_cells = "clkdlybuf4s50_1 (165), dfrtp_1 (114), ha_1 (98)"
final_common_cell = "clkdlybuf4s50_1"

[global_route]
grt_pass1_wl_mm = 34.07
antenna_found_initial = 0
grt_max_degree = 83
grt_pass1_vias = 6513
overflow = 0
grt_util_all_layers_pct = 24.75

[setup_path]
startpoint_type = "flip-flop"
path_max_fanout = 82
cp.arrival_ps = 6760
crit_required_ps = 8800
critical_path_class = "reg -> out"
endpoint_kind = "output pin"

[placed_design]
place_hpwl_mm = 14.74
io_buffers = 166
placed_area_um2 = 10300
place_ws_ps = 2519
routabilityCongestion = 0.8929

[flow_run]
warnings = 40
maxCapViolCount = 0

[timing]
period_used_pct = 81.44
clock_skew_ps = 9.730
hold_viol = 0
rsz0062_at_grt = "false"
setup-tns-final_ps = 0
max-slew-margin-rel_pct = 46.32
setup_slack_ps = 2042
fin_crit_ps = 8958
fmax_mhz = 111.6
worst_pin_slew_ps = 805.2
setup_viol = 0
slew_viol_final = 0

[power]
peakVddDrop_v = 0.00009904
power_density_nw_per_um2 = 109.5
leakagePower_nw = 4.848

[hold_path]
hp-class = "reg -> reg"
-- final timing paths --
check	end	start	cells past startpoint	slack, ps
worst max-delay path	Out_Data[22]	Inst_Number_Reg[0]$_DFFE_PN0P_	25	2040
worst min-delay path	Mask[15]$_DFFE_PN0P_	Mask[15]$_DFFE_PN0P_	2	470
worst max register to register	Inst_Addr[0]$_DFFE_PN0P_	Inst_Number_Reg[0]$_DFFE_PN0P_	26	4570
worst min register to register	Mask[15]$_DFFE_PN0P_	Mask[15]$_DFFE_PN0P_	2	470
max in group asynchronous	Context_Addr[3]$_DFF_PN0_	Reset	3	7780
min in group asynchronous	Inst_Count[19]$_DFFE_PN0P_	Reset	1	1670
-- synth_stat cells, types with 2 or more instances --
library cell / count / area share [%]
ha_1: 98 / 14
nor2_1: 76 / 3.4
and3_1: 23 / 1.7
o21ai_0: 50 / 2.9
o21bai_1: 3 / 0.26
nor3_1: 7 / 0.41
mux2i_1: 3 / 0.35
and2_1: 88 / 6.5
a31o_2: 2 / 0.21
a21boi_0: 2 / 0.18
xor2_1: 44 / 4.5
buf_6: 2 / 0.26
inv_1: 25 / 1.1
a21o_1: 7 / 0.62
nor2b_1: 10 / 0.74
nand3_1: 41 / 2.4
a211oi_1: 8 / 0.71
o41ai_1: 6 / 0.62
nand2_1: 67 / 3.0
mux2_2: 13 / 1.7
or3_1: 18 / 1.3
or2_2: 3 / 0.22
nand4_2: 5 / 0.74
nand4_1: 33 / 2.4
and4_1: 5 / 0.52
a21oi_1: 56 / 3.3
buf_4: 7 / 0.62
fa_1: 3 / 0.71
or3_2: 3 / 0.26
o211ai_2: 2 / 0.29
nand2_2: 2 / 0.15
nor4_1: 4 / 0.29
xnor2_1: 16 / 1.6
nand2b_1: 11 / 0.81
buf_2: 19 / 1.1
nor4_4: 2 / 0.50
dfrtp_1: 114 / 34
clkbuf_1: 21 / 0.93
o31ai_1: 11 / 0.97
a31oi_1: 2 / 0.15
o211ai_1: 2 / 0.18
a22o_1: 4 / 0.41
-- kinds of logic after synthesis --
| group | count (synthesis) | share of synthesized area (%) |
|---|---|---|
| flip-flops | 114 | 33.57 |
| AND/OR/NAND/NOR | 409 | 26.62 |
| adder cells (fa/ha/maj) | 101 | 15.14 |
| multiplexers | 16 | 2.076 |
| buffers and inverters | 76 | 4.122 |
| other | 1 | 0.04413 |
| XOR/XNOR | 60 | 6.184 |
| AND-OR/OR-AND | 167 | 12.25 |
-- critical path, stage by stage (launching register included) --
cell and delay [ps]:
dfrtp_1 420, inv_1 180, ha_1 210, nand2_1 90, xnor2_1 230, ha_1 290
ha_1 290, a21o_1 180, a21oi_1 230, o21bai_1 90, a21oi_1 170, nor2b_1 80
o21ai_1 420, inv_1 90, nand2_1 80, ha_1 210, nand2b_1 140, ha_1 330
nand4_1 140, nor3_1 70, a2111oi_0 550, o211ai_1 300, a31oi_4 210, buf_4 530
and2_1 270, clkdlybuf4s50_1 490
-- power by group --
group	switching (mW)	internal, mW
Combinational	0.117	0.114
Clock	0.197	0.321
Sequential	0.0116	0.429
Total	0.325	0.864
-- per-stage QoR --
step	hold slack [ps]	total power, mW	util [%]	std cells
after CTS	471.2	1.205	65.50	1327
after global routing	508.4	1.255	65.50	1327
after floorplan	410.3	0.5884	-	948
after detailed placement	456.6	0.6794	62.11	1296
final	467.0	1.189	65.50	1327
after global placement	451.9	0.6772	62.11	1296
-- final cells by class --
| type | count | area (um^2) | share of cell area [%] |
|---|---|---|---|
| sequential | 114 | 2853 | 26.26 |
| multi-input combinational | 758 | 5329 | 49.06 |
| tap | 220 | 275.3 | 2.534 |
| inverter | 27 | 101.3 | 0.9331 |
| timing repair buffer | 177 | 1742 | 16.03 |
| clock buffer | 19 | 452.9 | 4.170 |
| clock inverter | 12 | 108.9 | 1.002 |
-- sequential cells by signal, summed over array words and instances (netlist names) --
signal and cells:
Const_Count 31, CS 4, Inst_Count 26, Const_Number_Reg 5
Context_Addr 9, Const_Addr 4, Mask 16, Inst_Number_Reg 7
Nb_Tiles 5, busy_o 1, Inst_Addr 6
-- routing by layer --
layer / share of wire (%) / global-route usage, %
met1: 50 / 41.07
met2: 47 / 37.31
met3: 2.8 / 3.102
met4: 0.31 / 1.724
met5: 0 / 0
Power and IR drop assume default switching activity.
