### ./design.v
module outputreg #(parameter DWIDTH = 32)
(
input logic Clk, Reset, Write_En,
output logic [DWIDTH-1:0] Read_Data, 
input logic [DWIDTH-1:0] Write_Data
);
localparam Num_Regs = 1;
logic [DWIDTH-1:0] MemContent;
always_comb
begin
	Read_Data <= MemContent;
end
always_ff @(posedge Clk or negedge Reset)
begin
	if(Reset == 1'b0) begin
	 MemContent <= '0;
	end else if(Write_En == 1'b1) begin
	 MemContent <= Write_Data;
	end
end
endmodule
### ./run.sh
#!/bin/bash
# OpenROAD 26Q1-2900-gdf79404cd8, Yosys 0.63+post, stock flow scripts
make -C /OpenROAD-flow-scripts/flow DESIGN_CONFIG=/design/flow/config.mk WORK_HOME=/design/flow/orfs finish
### ./config.mk
export PLATFORM = sky130hd
export DESIGN_NAME = outputreg
export DESIGN_NICKNAME = outputreg
export VERILOG_FILES = /design/flow/design.v
export SDC_FILE = /design/flow/constraint.sdc
export NUM_CORES = 4
export LEC_CHECK = 1
export CORE_AREA = 10 10 94 94
export DIE_AREA = 0 0 104 104
### ./constraint.sdc
current_design outputreg

set clk_period 1.0
set clk_io_pct 0.2

create_clock -name clk0 -period $clk_period [get_ports {Clk}]

set non_clock_inputs [all_inputs -no_clocks]
set_input_delay [expr $clk_period * $clk_io_pct] -clock clk0 $non_clock_inputs
set_output_delay [expr $clk_period * $clk_io_pct] -clock clk0 [all_outputs]
==> flow_metrics.env <==
# yosys + openroad results
export IMPL_status="finished, violations left"
export IMPL_failed_checks="negative hold slack"
export IMPL_crit_arrival_ns=0.79
export IMPL_core_area_um2=6830
export IMPL_cts_buffers=5
export IMPL_grtUsageTotal=0.0623
export IMPL_vias=833
export IMPL_ioPinCount=67
export IMPL_finalPower_mw=3.33
export IMPL_required_ns=0.80
export IMPL_critPathBufInv=1
export IMPL_slowest_stage="dfrtp_1"
export IMPL_aoi_share=0
export IMPL_power_density_nw_per_um2=1560
export IMPL_clk_latency_ns=0.28
export IMPL_cts_sinks=32
export IMPL_ys_area_um2=1350
export IMPL_globalRouteOverflowTotal=0
export IMPL_synthAdderAreaFrac=0
export IMPL_io_buffer_count=66
export IMPL_via_per_inst=3.36
export IMPL_wl_um=3460
export IMPL_max_cap_violations=0
export IMPL_syn_inst=68
export IMPL_post_route_drc_count=0
export IMPL_die_x_um=104
export IMPL_ys_types=5
export IMPL_setup_tns_ns=0
export IMPL_hpwl_um=2510
export IMPL_max_stage_delay_ns=0.39
export IMPL_initial_core_util=0.197
export IMPL_whs_ns=-0.142
export IMPL_cts_tree="built"
export IMPL_largest_reg_flops=32
export IMPL_ys_cells=68
export IMPL_grt_pass1_vias=953
export IMPL_std_cell_rows=30
export IMPL_htree_levels=2
export IMPL_grt_pass1_wl_um=5480
export IMPL_cts_buffer_depth=2
export IMPL_lay_top_count="buf_2"
export IMPL_synth_seq_share=0.595
export IMPL_chipArea_um2=10800
export IMPL_yosysWarnings=1
export IMPL_cp_max_fo=2
export IMPL_simple_gate_share=0
export IMPL_rsz0062_at_grt="yes"
export IMPL_syn_area_per_cell_um2=19.8
export IMPL_drive_above_1_share=0.572
export IMPL_syn_to_final_growth_pct=59.3
export IMPL_xor_share=0
export IMPL_tool_warnings=29
export IMPL_antenna_found_initial=0
export IMPL_muxShareOfSynthArea=0.352
export IMPL_drt_iter0_markers=15
export IMPL_ys_flops=32
export IMPL_lay_top_cells="buf_2 (34), dfrtp_1 (32), clkdlybuf4s50_1 (32)"
export IMPL_setup_viol=0
export IMPL_clock_skew_ns=0
export IMPL_pre_cts_ws_ns=-0.0271
export IMPL_first_pass_iters=2
export IMPL_routedWlPerCell_um=14.0
export IMPL_slew_viol_final=0
export IMPL_die_height_um=104
export IMPL_n_antenna_cell=0
export IMPL_max_slew_margin=0.879
export IMPL_irDropWorstVdd_uv=747
export IMPL_root_buffer="clkbuf_8"
export IMPL_worst_slack_ns=0.00598
export IMPL_report_final_hold_viol_count=32
export IMPL_worst_setup_path_end_kind="primary output"
export IMPL_setup_worst_path_class="flop to primary output"
export IMPL_tightest_slew_ns=0.181
export IMPL_top_regs="MemContent: 32 flops"
export IMPL_cp_cell_sequence="buf_2"
export IMPL_fin_crit_ns=0.994
export IMPL_syn_cell_area_um2=1350
export IMPL_critPathTopFamily="flip-flops"
export IMPL_start_kind="flop"
export IMPL_gpl_final_weighted_congestion=0.669
export IMPL_leakage_nw=1.03
export IMPL_fmax_mhz=1010
export IMPL_synth_logic_top_family="multiplexers"
export IMPL_antenna_left=0
export IMPL_hold_path_class="input pin to async pin"
export IMPL_clk_pin_slew_worst_paths_ns=0.07
export IMPL_period_used=0.994
export IMPL_grt_max_degree=33
export IMPL_largest_register="MemContent"
-- Yosys cell counts --
| cell | number | area share |
|---|---|---|
| mux2_4 | 30 | 0.33 |
| buf_6 | 1 | 0.0084 |
| dfrtp_1 | 32 | 0.60 |
| mux2_2 | 2 | 0.017 |
| buf_12 | 3 | 0.045 |
-- power by group --
| group | switching, mW | leakage, nW | total [mW] | internal, mW |
|---|---|---|---|---|
| Sequential | 0.0621 | 0.374 | 1.49 | 1.42 |
| Combinational | 0.153 | 0.598 | 0.609 | 0.457 |
| Clock | 0.497 | 0.0552 | 1.24 | 0.739 |
-- layer usage --
layer / global-route usage / part of all wire / vias to the layer above / routed length (um)
li1: - / - / 402 / -
met1: 0.0744 / 0.41 / 395 / 1420
met2: 0.109 / 0.51 / 30 / 1780
met3: 0.0169 / 0.051 / 6 / 175
met4: 0.0129 / 0.024 / 0 / 82
met5: 0 / 0 / - / 0
-- worst register-to-register path, cell delays in order, from the launching register on --
cell	delay, ns
dfrtp_1	0.38
buf_4	0.13
buf_4	0.11
mux2_4	0.25
-- metrics by stage --
step	util	instance area, um^2	cells
2_1_floorplan	-	1350	68
6_report	0.314	2140	248
5_1_grt	0.314	2140	248
3_3_place_gp	0.315	2150	235
3_5_place_dp	0.315	2150	235
4_1_cts	0.312	2130	248
-- area by class of cell --
cell class	count	area (um^2)
well taps	96	120
flip-flops and latches	32	801
multi-input cells	32	473
clock inverters	2	35.0
repair buffers	80	641
fillers	720	4690
clock buffers	6	72.6
-- path summary, 6_finish.rpt --
| path | startpoint | endpoint | slack (ns) | cells after the start |
|---|---|---|---|---|
| max reg2reg | MemContent[8] | MemContent[8] | 0.02 | 3 |
| max in group asynchronous | Reset | MemContent[23] | 0.97 | 2 |
| max | MemContent[17] | Read_Data[17] | 0.006 | 1 |
| min reg2reg | MemContent[28] | MemContent[28] | 0.50 | 1 |
| min | Reset | MemContent[9] | -0.14 | 2 |
| min in group clk0 | Write_En | MemContent[31] | 0.42 | 3 |
-- kinds of logic (layout without fill, tap and decap cells) --
family   after synthesis  after routing
buf+inv                4             88
flops                 32             32
mux                   32             32
-- timing repair --
action                                  4_1_cts  5_1_grt
setup buffers                                 5        2
endpoints found under the setup margin       32       30
resized                                      98        2
endpoints found under the hold margin        32       32
cloned                                        0        0
pin swaps                                     0        0
No activity file was given, so power comes from the tool's default toggle rates.
